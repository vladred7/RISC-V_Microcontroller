==> flow/design.v <==
package pkg_cpu_typedefs;
   typedef enum bit [3:0] {
      ADD   = 4'b0000,
      SUB   = 4'b0001,
      AND   = 4'b0010,
      OR    = 4'b0011,
      XOR   = 4'b0100,
      SLT   = 4'b0101,
      SLL   = 4'b0110,
      SRA   = 4'b0111,
      SRL   = 4'b1000,
      SLTU  = 4'b1001
   } alu_opcode_t;
   typedef enum bit [6:0] {  
      LOAD     = 7'b0000011,
      I_TYPE   = 7'b0010011,
      AUI_PC   = 7'b0010111,
      S_TYPE   = 7'b0100011,
      R_TYPE   = 7'b0110011,
      LUI      = 7'b0110111,
      B_TYPE   = 7'b1100011,
      JALR     = 7'b1100111,
      J_TYPE   = 7'b1101111,
      FNOP     = 7'b0000000
   } cpu_opcode_t;
   typedef enum bit [4:0] {
      ZERO  = 'd0,    
      RA    = 'd1,    
      SP    = 'd2,    
      GP    = 'd3,    
      TP    = 'd4,    
      T0    = 'd5,    
      T1    = 'd6,    
      T2    = 'd7,    
      S0    = 'd8,    
      S1    = 'd9,    
      A0    = 'd10,   
      A1    = 'd11,   
      A2    = 'd12,   
      A3    = 'd13,   
      A4    = 'd14,   
      A5    = 'd15,   
      A6    = 'd16,   
      A7    = 'd17,   
      S2    = 'd18,   
      S3    = 'd19,   
      S4    = 'd20,   
      S5    = 'd21,   
      S6    = 'd22,   
      S7    = 'd23,   
      S8    = 'd24,   
      S9    = 'd25,   
      S10   = 'd26,   
      S11   = 'd27,   
      T3    = 'd28,   
      T4    = 'd29,   
      T5    = 'd30,   
      T6    = 'd31    
   } cpu_regset_t;
   typedef struct packed {
      logic [6:0]  funct7;   
      cpu_regset_t rs2;      
      cpu_regset_t rs1;      
      logic [2:0]  funct3;   
      cpu_regset_t rd;       
      cpu_opcode_t opc;      
   } instr_t;
   typedef struct packed {
      logic [24:0] imd_data;   
      logic [ 6:0] not_used;   
   } immediate_t;
   typedef union packed {
      instr_t      instruction;
      immediate_t  data;
   } instr_reg_t;
   typedef enum bit [2:0] {  
      FETCH       = 'd0,  
      DECODE      = 'd1,  
      EXECUTE     = 'd2,  
      MEM_ACC     = 'd3,  
      RFL_WRB     = 'd4   
   } cpu_state_t;
   typedef struct packed {
      logic [31:0] f_pc_val;         
   } fetch_data_path_t;
   typedef struct packed {
      instr_reg_t  d_instr;          
      logic [31:0] d_pc_val;         
      logic [31:0] d_pc_incr;        
   } decode_data_path_t;
   typedef struct packed {
      logic [31:0] e_regfl_data_a;   
      logic [31:0] e_regfl_data_b;   
      logic [31:0] e_pc_val;         
      logic [31:0] e_pc_incr;        
      cpu_regset_t e_rs2;            
      cpu_regset_t e_rs1;            
      cpu_regset_t e_rd;             
      logic [31:0] e_imd_data;       
   } execute_data_path_t;
   typedef struct packed {
      logic        e_regfl_wr_en;
      logic [ 1:0] e_result_src;
      logic        e_mem_wr_en;
      logic        e_jmp;
      logic        e_bra;
      logic [ 3:0] e_alu_op_sel;
      logic [ 1:0] e_alu_a_src;
      logic        e_alu_b_src;
   } execute_ctrl_path_t;
   typedef struct packed {
      logic [31:0] m_alu_result;     
      logic [31:0] m_wr_data;        
      logic [31:0] m_pc_incr;        
      cpu_regset_t m_rd;             
   } memory_data_path_t;
   typedef struct packed {
      logic        m_regfl_wr_en;
      logic [ 1:0] m_result_src;
      logic        m_mem_wr_en;
   } memory_ctrl_path_t;
   typedef struct packed {
      logic [31:0] w_alu_result;     
      logic [31:0] w_rd_data;        
      logic [31:0] w_pc_incr;        
      cpu_regset_t w_rd;             
   } wrback_data_path_t;
   typedef struct packed {
      logic        w_regfl_wr_en;
      logic [ 1:0] w_result_src;
   } wrback_ctrl_path_t;
endpackage : pkg_cpu_typedefs
package pkg_sfrs_definition;
   typedef struct packed {
      logic [23: 0] unimplemented_31_8;    
      logic         lpm;                   
      logic [ 6: 0] unimplemented_6_0;     
   } chip_ctrl_t;
   typedef struct packed {
      logic [ 7: 0] unimplemented_31_24;   
      logic         ovf_en;                
      logic         match1_en;             
      logic         match0_en;             
      logic [ 4: 0] unimplemented_20_16;   
      logic         ovf_f;                 
      logic         match1_f;              
      logic         match0_f;              
      logic [ 1: 0] unimplemented_12_11;   
      logic [ 2: 0] clksrc;                
      logic         start;                 
      logic         stop;                  
      logic [ 1: 0] unimplemented_5_4;     
      logic         rd;                    
      logic         ld;                    
      logic         rst;                   
      logic         on;                    
   } tmr_ctrl_t;
   typedef struct packed {
      logic [31: 0] tmr_val;               
   } tmr_val_t;
   typedef struct packed {
      logic [31: 0] tmr_mch_val0;          
   } tmr_match_val0_t;
   typedef struct packed {
      logic [31: 0] tmr_mch_val1;          
   } tmr_match_val1_t;
   typedef struct packed {
      logic         ofm_f;                 
      logic         phm_f;                 
      logic         dcm_f;                 
      logic         prm_f;                 
      logic         ofm_en;                
      logic         phm_en;                
      logic         dcm_en;                
      logic         prm_en;                
      logic [12: 0] unimplemented_23_11;   
      logic [ 2: 0] clksrc;                
      logic         pol;                   
      logic         oen;                   
      logic         unimplemented_5;       
      logic         ld_trg;                
      logic         rd;                    
      logic         ld;                    
      logic         rst;                   
      logic         on;                    
   } pwm_ctrl_t;
   typedef struct packed {
      logic [15: 0] unimplemented_31_16;   
      logic [15: 0] tval;                  
   } pwm_tmr_t;
   typedef struct packed {
      logic [15: 0] dc;                    
      logic [15: 0] pr;                    
   } pwm_cfg0_t;
   typedef struct packed {
      logic [15: 0] of;                    
      logic [15: 0] ph;                    
   } pwm_cfg1_t;
   typedef struct packed {
      logic [20: 0] unimplemented_31_11;   
      logic [ 2: 0] clksrc;                
      logic [ 6: 0] unimplemented_7_1;     
      logic         on;                    
   } dco_ctrl_t;
   typedef struct packed {
      logic [11: 0] unimplemented_31_20;   
      logic [19: 0] dcnt;                  
   } dco_cnt_t;
endpackage : pkg_sfrs_definition
module cpu_sign_extend_unit #(
   parameter DATA_WIDTH = 32
)(   
   input  [          31:7] imd,  
   input  [           2:0] imd_src,
   output [DATA_WIDTH-1:0] imd_ext
);
   logic [DATA_WIDTH-1:0] mux_out;
   always_comb begin
      mux_out = '0;
      case (imd_src)
         3'b000: mux_out = { {(DATA_WIDTH-12){imd[31]}}, imd[31:20]                                           };  
         3'b001: mux_out = { {(DATA_WIDTH-12){imd[31]}}, imd[31:25], imd[11: 7]                               };  
         3'b010: mux_out = { {(DATA_WIDTH-13){imd[31]}}, imd[   31], imd[    7], imd[30:25], imd[11: 8], 1'b0 };  
         3'b011: mux_out = { {(DATA_WIDTH-21){imd[31]}}, imd[   31], imd[19:12], imd[   20], imd[30:21], 1'b0 };  
         3'b100: mux_out = { imd[31:12], {(DATA_WIDTH-20){1'b0}}                                              };  
      endcase
   end
   assign imd_ext = mux_out;
endmodule : cpu_sign_extend_unit
==> flow/run.sh <==
#!/bin/bash
# OpenROAD 26Q1-2900-gdf79404cd8, Yosys 0.63+post, stock flow scripts
make -C /OpenROAD-flow-scripts/flow DESIGN_CONFIG=/design/flow/config.mk WORK_HOME=/design/flow/orfs finish
==> flow/config.mk <==
export PLATFORM = sky130hd
export DESIGN_NAME = cpu_sign_extend_unit
export DESIGN_NICKNAME = cpu_sign_extend_unit
export VERILOG_FILES = /design/flow/design.v
export SDC_FILE = /design/flow/constraint.sdc
export NUM_CORES = 4
export LEC_CHECK = 1
export CORE_AREA = 10 10 70 70
export DIE_AREA = 0 0 80 80
==> flow/constraint.sdc <==
current_design cpu_sign_extend_unit

set clk_period 3.0
set clk_io_pct 0.2

create_clock -name clk0 -period $clk_period

set non_clock_inputs [all_inputs -no_clocks]
set_input_delay [expr $clk_period * $clk_io_pct] -clock clk0 $non_clock_inputs
set_output_delay [expr $clk_period * $clk_io_pct] -clock clk0 [all_outputs]
==> summary.json <==
{
  "grt": {
    "first_global_vias": 684,
    "grt_first_pass_wirelength_um": 3970,
    "grt_util_all_layers_pct": 7.70,
    "grt_remaining_overflow": 0,
    "grt_max_degree": 13,
    "grt_antenna_before_repair": 0
  },
  "worst_setup_path": {
    "cp.arrival_ns": 2.25,
    "cp-end-kind": "primary output",
    "worstSetupStartpointType": "primary input",
    "critical_path.most_common_cell": "sky130_fd_sc_hd__clkdlybuf4s50_1",
    "timing.critical_path.fanout_max": 5,
    "crit_path_max_incr_delay_ns": 0.52,
    "critPathSlowestCell": "sky130_fd_sc_hd__clkdlybuf4s50_1",
    "path_class": "primary input to primary output",
    "worst-endpoint-required_ns": 2.40,
    "worstPathCellList": "clkdlybuf4s50_1 -> buf_4 -> xor2_4 -> mux2i_1 -> nor2_1 -> clkdlybuf4s50_1"
  },
  "timing": {
    "tightestPinTransition_ns": 0.285,
    "grt_setup_unrepaired": "false",
    "totalNegativeSetupSlack_ns": 0,
    "finalHoldViolations": 0,
    "finalCritPeriodShare_pct": 94.9,
    "fmax_mhz": 351,
    "timing.final.setup_violations": 0,
    "slew_headroom_pct": 81.0,
    "layout_min_cycle_time_ns": 2.85,
    "report.final.slew_viol_count": 0
  },
  "synthesis": {
    "syn_inst": 73,
    "synth.cellmix.xorXnorShare_pct": 5.57,
    "yosys.area_share.simple_pct": 22.5,
    "ys_sh_aoi_pct": 45.8,
    "synth.cellmix.adderShare_pct": 0,
    "yosysSeqAreaShare_pct": 0,
    "netlist-cell-type-count": 18,
    "yosys-stat-area_um2": 494,
    "synth-cells-yosys": 73,
    "yosys-mux-area-fraction_pct": 12.2,
    "topCombFamilyByArea": "AND-OR/OR-AND gates",
    "synthesis.area_um2": 494,
    "postSynthAreaPerCell_um2": 6.77,
    "synthesis.yosys.warnings": 1
  },
  "place": {
    "place.detailed.hpwl_um": 2170,
    "numPlacedInstances": 178,
    "gp_routability_congestion": 0.770,
    "place.port_buffers": 60
  },
  "route": {
    "ant_nets": 0,
    "routed_wire_length_per_instance_um": 14.4,
    "via_count": 751,
    "route.antenna.diode_count": 0,
    "firstDrtPassIters": 4,
    "drtIter0Drc": 50,
    "routed_wirelength_um": 2580,
    "post-route-drc-count": 0,
    "viasPerCell": 4.20
  },
  "floorplan": {
    "floorplan.core_area_um2": 3420,
    "die_h_um": 80,
    "floorplan.io_pins": 60,
    "chip_footprint_um2": 6400,
    "chipWidth_um": 80,
    "std_cell_rows": 21,
    "fp_util_pct": 14.5
  },
  "cells_and_area": {
    "instances_no_fill": 179,
    "clock_buffer_count": 0,
    "lay_top_count": "sky130_fd_sc_hd__clkdlybuf4s50_1",
    "design.seq.count": 0,
    "layout_top_cells": "sky130_fd_sc_hd__clkdlybuf4s50_1, sky130_fd_sc_hd__a21oi_1, sky130_fd_sc_hd__a21o_1",
    "regArea_um2": 0,
    "post_route_cells_drive_above_1_share_pct": 9.02,
    "area_growth_pct": 138
  },
  "flow_run": {
    "maxCapViolations": 0,
    "openroad.warnings": 32
  },
  "power_and_ir_drop": {
    "power.static_leakage_nw": 0.493,
    "pwr_density_cell_nw_per_um2": 147,
    "largest_voltage_drop_on_the_vdd_net_v": 0.0000460
  },
  "min_path": {
    "worst_hold_path_type": "primary input to primary output",
    "number_of_instances_on_the_worst_hold_path": 3,
    "worst_hold_path.endpoint": "imd_ext[9]",
    "worstHoldStart": "imd[29]"
  },
  "status": {
    "outcome": "finished, final reports clean"
  },
  "cts": {
    "post_cts_resize_count": 0
  }
}
==> through the flow <==
| step | total power, mW | area (µm²) | setup WS, ns | utilization, % | hold slack [ns] |
|---|---|---|---|---|---|
| 6_report | 0.173 | 1170 | 0.152 | 34.4 | 2.14 |
| 5_1_grt | 0.189 | 1170 | 0.0151 | 34.4 | 2.17 |
| 4_1_cts | 0.174 | 1150 | 0.0859 | 33.8 | 2.15 |
| 3_5_place_dp | 0.173 | 1150 | 0.106 | 33.8 | 2.15 |
| 3_3_place_gp | 0.172 | 1150 | 0.0950 | 33.8 | 2.15 |
| 2_1_floorplan | 0.0578 | 494 | 1.19 | - | 1.26 |
==> report_power, final <==
group          internal, mW  switching (mW)
logic                 0.118          0.0549
clock network             0               0
registers                 0               0
total                 0.118          0.0549
==> how the worst max path moves through the flow <==
stage	slack (ns)	depth (start not counted)	from	to
CTS	0.09	5	imd_src[1]	imd_ext[20]
global route	0.02	5	imd_src[0]	imd_ext[16]
finish	0.15	6	imd_src[0]	imd_ext[1]
==> cell usage after synthesis <==
cell type | instances | area [µm²]
sky130_fd_sc_hd__nor2b_1 | 9 | 56.3
sky130_fd_sc_hd__buf_2 | 4 | 20.0
sky130_fd_sc_hd__buf_6 | 2 | 22.5
sky130_fd_sc_hd__a21o_1 | 10 | 75.1
sky130_fd_sc_hd__inv_1 | 1 | 3.75
sky130_fd_sc_hd__a21oi_1 | 16 | 80.1
sky130_fd_sc_hd__nor2_1 | 5 | 18.8
sky130_fd_sc_hd__o22ai_1 | 8 | 50.1
sky130_fd_sc_hd__clkbuf_1 | 2 | 7.51
sky130_fd_sc_hd__nor3_1 | 1 | 5.00
sky130_fd_sc_hd__a31o_1 | 1 | 8.76
sky130_fd_sc_hd__and2_1 | 2 | 12.5
sky130_fd_sc_hd__o21ai_0 | 1 | 5.00
sky130_fd_sc_hd__nor3b_4 | 1 | 18.8
sky130_fd_sc_hd__a211oi_1 | 1 | 7.51
sky130_fd_sc_hd__buf_4 | 2 | 15.0
sky130_fd_sc_hd__xor2_4 | 1 | 27.5
sky130_fd_sc_hd__mux2i_1 | 6 | 60.1
==> cells by family (layout without fill, tap and decap cells) <==
| logic type | count (synthesis) | count (layout) |
|---|---|---|
| AOI/OAI and AO/OA | 37 | 37 |
| buffers and inverters | 11 | 71 |
| xor gates and xnor gates | 1 | 1 |
| muxes | 6 | 6 |
| and+or+nand+nor | 18 | 18 |
==> critical path, delay by kind of cell <==
family / cells / cell delay [ns]
buf+inv: 3 / 1.20
xor+xnor: 1 / 0.24
mux: 1 / 0.11
simple gates: 1 / 0.10
==> cell type report <==
type | instances | area, µm²
fill | 361 | 2240
multi-input combinational | 62 | 425
inverter | 1 | 3.75
tap | 46 | 57.6
timing repair buffer | 70 | 688
==> per-layer routing <==
layer  vias to the layer above  track usage, %  share of wire (%)
li1                        387               -                  -
met1                       347            10.6                 40
met2                        17            12.9                 55
met3                         0            1.36                4.6
met4                         0               0                  0
met5                         -               0                  0
==> what timing repair did <==
action                                  4_1_cts  5_1_grt
buffers inserted                              0        1
hold buffers                                  0        0
endpoints found under the setup margin        0       10
Power figures rest on the tool's default switching activity, not on a simulated workload.
