<file path="/design/flow/config.mk">
export PLATFORM = sky130hd
export DESIGN_NAME = cpu_program_counter
export DESIGN_NICKNAME = cpu_program_counter
export VERILOG_FILES = /design/flow/design.v
export SDC_FILE = /design/flow/constraint.sdc
export NUM_CORES = 4
export LEC_CHECK = 1
export CORE_AREA = 10 10 94 94
export DIE_AREA = 0 0 104 104
</file>
<file path="/design/flow/constraint.sdc">
current_design cpu_program_counter

set clk_period 1.1
set clk_io_pct 0.2

create_clock -name clk0 -period $clk_period [get_ports {clk}]

set non_clock_inputs [all_inputs -no_clocks]
set_input_delay [expr $clk_period * $clk_io_pct] -clock clk0 $non_clock_inputs
set_output_delay [expr $clk_period * $clk_io_pct] -clock clk0 [all_outputs]
</file>
<file path="/design/flow/design.v">
package pkg_cpu_typedefs;
   typedef enum bit [3:0] {
      ADD   = 4'b0000,
      SUB   = 4'b0001,
      AND   = 4'b0010,
      OR    = 4'b0011,
      XOR   = 4'b0100,
      SLT   = 4'b0101,
      SLL   = 4'b0110,
      SRA   = 4'b0111,
      SRL   = 4'b1000,
      SLTU  = 4'b1001
   } alu_opcode_t;
   typedef enum bit [6:0] {  
      LOAD     = 7'b0000011,
      I_TYPE   = 7'b0010011,
      AUI_PC   = 7'b0010111,
      S_TYPE   = 7'b0100011,
      R_TYPE   = 7'b0110011,
      LUI      = 7'b0110111,
      B_TYPE   = 7'b1100011,
      JALR     = 7'b1100111,
      J_TYPE   = 7'b1101111,
      FNOP     = 7'b0000000
   } cpu_opcode_t;
   typedef enum bit [4:0] {
      ZERO  = 'd0,    
      RA    = 'd1,    
      SP    = 'd2,    
      GP    = 'd3,    
      TP    = 'd4,    
      T0    = 'd5,    
      T1    = 'd6,    
      T2    = 'd7,    
      S0    = 'd8,    
      S1    = 'd9,    
      A0    = 'd10,   
      A1    = 'd11,   
      A2    = 'd12,   
      A3    = 'd13,   
      A4    = 'd14,   
      A5    = 'd15,   
      A6    = 'd16,   
      A7    = 'd17,   
      S2    = 'd18,   
      S3    = 'd19,   
      S4    = 'd20,   
      S5    = 'd21,   
      S6    = 'd22,   
      S7    = 'd23,   
      S8    = 'd24,   
      S9    = 'd25,   
      S10   = 'd26,   
      S11   = 'd27,   
      T3    = 'd28,   
      T4    = 'd29,   
      T5    = 'd30,   
      T6    = 'd31    
   } cpu_regset_t;
   typedef struct packed {
      logic [6:0]  funct7;   
      cpu_regset_t rs2;      
      cpu_regset_t rs1;      
      logic [2:0]  funct3;   
      cpu_regset_t rd;       
      cpu_opcode_t opc;      
   } instr_t;
   typedef struct packed {
      logic [24:0] imd_data;   
      logic [ 6:0] not_used;   
   } immediate_t;
   typedef union packed {
      instr_t      instruction;
      immediate_t  data;
   } instr_reg_t;
   typedef enum bit [2:0] {  
      FETCH       = 'd0,  
      DECODE      = 'd1,  
      EXECUTE     = 'd2,  
      MEM_ACC     = 'd3,  
      RFL_WRB     = 'd4   
   } cpu_state_t;
   typedef struct packed {
      logic [31:0] f_pc_val;         
   } fetch_data_path_t;
   typedef struct packed {
      instr_reg_t  d_instr;          
      logic [31:0] d_pc_val;         
      logic [31:0] d_pc_incr;        
   } decode_data_path_t;
   typedef struct packed {
      logic [31:0] e_regfl_data_a;   
      logic [31:0] e_regfl_data_b;   
      logic [31:0] e_pc_val;         
      logic [31:0] e_pc_incr;        
      cpu_regset_t e_rs2;            
      cpu_regset_t e_rs1;            
      cpu_regset_t e_rd;             
      logic [31:0] e_imd_data;       
   } execute_data_path_t;
   typedef struct packed {
      logic        e_regfl_wr_en;
      logic [ 1:0] e_result_src;
      logic        e_mem_wr_en;
      logic        e_jmp;
      logic        e_bra;
      logic [ 3:0] e_alu_op_sel;
      logic [ 1:0] e_alu_a_src;
      logic        e_alu_b_src;
   } execute_ctrl_path_t;
   typedef struct packed {
      logic [31:0] m_alu_result;     
      logic [31:0] m_wr_data;        
      logic [31:0] m_pc_incr;        
      cpu_regset_t m_rd;             
   } memory_data_path_t;
   typedef struct packed {
      logic        m_regfl_wr_en;
      logic [ 1:0] m_result_src;
      logic        m_mem_wr_en;
   } memory_ctrl_path_t;
   typedef struct packed {
      logic [31:0] w_alu_result;     
      logic [31:0] w_rd_data;        
      logic [31:0] w_pc_incr;        
      cpu_regset_t w_rd;             
   } wrback_data_path_t;
   typedef struct packed {
      logic        w_regfl_wr_en;
      logic [ 1:0] w_result_src;
   } wrback_ctrl_path_t;
endpackage : pkg_cpu_typedefs
package pkg_sfrs_definition;
   typedef struct packed {
      logic [23: 0] unimplemented_31_8;    
      logic         lpm;                   
      logic [ 6: 0] unimplemented_6_0;     
   } chip_ctrl_t;
   typedef struct packed {
      logic [ 7: 0] unimplemented_31_24;   
      logic         ovf_en;                
      logic         match1_en;             
      logic         match0_en;             
      logic [ 4: 0] unimplemented_20_16;   
      logic         ovf_f;                 
      logic         match1_f;              
      logic         match0_f;              
      logic [ 1: 0] unimplemented_12_11;   
      logic [ 2: 0] clksrc;                
      logic         start;                 
      logic         stop;                  
      logic [ 1: 0] unimplemented_5_4;     
      logic         rd;                    
      logic         ld;                    
      logic         rst;                   
      logic         on;                    
   } tmr_ctrl_t;
   typedef struct packed {
      logic [31: 0] tmr_val;               
   } tmr_val_t;
   typedef struct packed {
      logic [31: 0] tmr_mch_val0;          
   } tmr_match_val0_t;
   typedef struct packed {
      logic [31: 0] tmr_mch_val1;          
   } tmr_match_val1_t;
   typedef struct packed {
      logic         ofm_f;                 
      logic         phm_f;                 
      logic         dcm_f;                 
      logic         prm_f;                 
      logic         ofm_en;                
      logic         phm_en;                
      logic         dcm_en;                
      logic         prm_en;                
      logic [12: 0] unimplemented_23_11;   
      logic [ 2: 0] clksrc;                
      logic         pol;                   
      logic         oen;                   
      logic         unimplemented_5;       
      logic         ld_trg;                
      logic         rd;                    
      logic         ld;                    
      logic         rst;                   
      logic         on;                    
   } pwm_ctrl_t;
   typedef struct packed {
      logic [15: 0] unimplemented_31_16;   
      logic [15: 0] tval;                  
   } pwm_tmr_t;
   typedef struct packed {
      logic [15: 0] dc;                    
      logic [15: 0] pr;                    
   } pwm_cfg0_t;
   typedef struct packed {
      logic [15: 0] of;                    
      logic [15: 0] ph;                    
   } pwm_cfg1_t;
   typedef struct packed {
      logic [20: 0] unimplemented_31_11;   
      logic [ 2: 0] clksrc;                
      logic [ 6: 0] unimplemented_7_1;     
      logic         on;                    
   } dco_ctrl_t;
   typedef struct packed {
      logic [11: 0] unimplemented_31_20;   
      logic [19: 0] dcnt;                  
   } dco_cnt_t;
endpackage : pkg_sfrs_definition
module cpu_program_counter  #(
   parameter ADDR_WIDTH = 32
)(
   input                   clk,
   input                   rst_n,
   input                   ld,
   input  [ADDR_WIDTH-1:0] pc_in,
   output [ADDR_WIDTH-1:0] pc_out
);
   logic [ADDR_WIDTH-1:0] pc_val;
   always_ff @(posedge clk or negedge rst_n) begin
      if(!rst_n) begin
         pc_val <= '0;
      end else if(ld) begin
         pc_val <= pc_in;
      end
   end
   assign pc_out = pc_val;
endmodule : cpu_program_counter
</file>
<file path="/design/flow/run.sh">
#!/bin/bash
# OpenROAD 26Q1-2900-gdf79404cd8, Yosys 0.63+post, stock flow scripts
make -C /OpenROAD-flow-scripts/flow DESIGN_CONFIG=/design/flow/config.mk WORK_HOME=/design/flow/orfs finish
</file>
==> impl_metrics.toml <==
# implementation run metrics
[outcome]
status = "finished clean"

[routing]
diodes = 0
drc_errors = 0
via_per_inst = 3.49
first_iter_violations = 31
first_pass_iters = 4
wirelength_um = 3420
ant_nets = 0
vias = 854
wl_per_cell_um = 13.9

[die]
rows = 30
fp.dieW_um = 104
die_h_um = 104
fp_util_pct = 19.7
io_pins = 67
dieArea_um2 = 10800
core_area_um2 = 6830

[synthesis]
synth_top_area_share_pct = 59.5
yosys_area_um2 = 1350
yosysUniqueCellTypes = 5
avgSynthCellArea_um2 = 19.8
ys_async_sr_fraction_pct = 100
ys_ff = 32
yosys.area.top_type = "dfrtp_1"
synthCells = 68
ys_warn_count = 1
synth_top_cell_by_count = "dfrtp_1"
synth-cells-yosys = 68
synth_area_um2 = 1350
edf_count = 0
synth_seq_share_pct = 59.5
area_leaders = "dfrtp_1 (60%), mux2_4 (33%), buf_12 (4.5%)"
top_cells_by_count = "dfrtp_1 (32), mux2_4 (30), buf_12 (3), mux2_2 (2), buf_6 (1)"
ys.flop_type = "dfrtp_1"

[place]
port_buffers = 66
gp_congestion = 0.670
placed_cell_area_um2 = 2110
dpl.hpwl_um = 2460

[final_timing]
setup_viol = 0
period_minus_slack_ns = 1.07
drv_slew = 0
fmax_ghz = 0.938
hold_violations = 0
max_slew_margin_pct = 87.5
hold_slack_ns = 0.311
tightest_slew_ns = 0.187
finalClockSkew_ns = 0
period_used_pct = 97.0

[run]
tool_warnings = 25
drv_cap = 0

[power]
power_density_nw_per_um2 = 1280
ir_worst_vdd_mv = 0.507
p_leak_nw = 1.01

[critical_path]
critPathCaptureType = "primary output"
cp_top_family = "flip-flops"
crit_type = "reg -> out"
crit_path_max_fanout = 2
slowest_stage = "dfrtp_1"
cp_num_buf_inv = 1
required_ns = 0.88
critPathMaxStageDelay_ns = 0.39
crit_chain = "clkdlybuf4s15_1"
critPathArrivalTime_ns = 0.85
start_kind = "flip-flop"

[clocking]
cts_sinks = 32
cts_buffers = 5
clock_path_buffers = 2
clkLatencyLatePin_ns = 0.28
cts_root_buf = "clkbuf_8"
cts_tree = "built"
ctsHoldBuffers = 0
h-tree-depth = 2
cts.clk_slew.worst_paths_ns = 0.07

[worst_hold_path]
worstHoldPathType = "in -> async"

[finish]
fillers = 712
registers.top_by_ff_count = "pc_val"
top_regs = "pc_val: 32 flops"
fin_area_um2 = 2180
syn2layout_area_growth_pct = 62.0
drive_gt1_share_pct = 44.3
largest_reg_flops = 32

[grt]
antenna_found_initial = 0
first_global_vias = 954
grt_max_degree = 33
grt_usage_pct = 6.37
gr-total-overflow = 0
grt_first_pass_wirelength_um = 5590
-- per-stage QoR --
stage	setup TNS (ns)	utilization, %	power [W]	cells	setup WS, ns
after floorplan	0	-	0.00158	68	0.213
after global placement	0	30.9	0.00200	229	0.0542
after detailed placement	0	30.9	0.00200	229	0.0580
after CTS	0	32.5	0.00287	240	0.000956
after global routing	-0.0103	31.9	0.00297	245	-0.00717
final	0	31.9	0.00279	245	0.0334
-- layer usage --
layer | wire length [um] | share of wire [%] | vias to the layer above | track usage (%)
met5 | 0 | 0 | - | 0
met4 | 33 | 0.97 | 0 | 0.497
met3 | 465 | 14 | 4 | 4.07
met2 | 1270 | 37 | 51 | 7.97
met1 | 1650 | 48 | 403 | 9.28
li1 | - | - | 396 | -
-- placed cells by master (no fill, tap or decap), drive strengths merged --
cell type | synthesis | final
mux2 | 32 | 32
clkdlybuf4s50 | 0 | 33
buf | 4 | 13
clkbuf | 0 | 21
dfrtp | 32 | 32
clkinv | 0 | 1
clkdlybuf4s15 | 0 | 17
-- final timing paths --
path / start / end / slack [ns] / depth (start not counted)
min reg2reg: pc_val[29] / pc_val[29] / 0.51 / 1
min: rst_n / pc_val[16] / 0.31 / 2
min in group clk0: ld / pc_val[22] / 0.43 / 3
max reg2reg: pc_val[15] / pc_val[15] / 0.22 / 2
max: pc_val[9] / pc_out[9] / 0.03 / 1
max in group asynchronous: rst_n / pc_val[21] / 0.61 / 2
-- kinds of logic after synthesis --
group and synth area share (%):
buf+inv 5.30, flops 59.5, mux 35.2
-- area by class of cell --
| type | count | area [um2] | share of cell area (%) |
|---|---|---|---|
| well taps | 96 | 120 | 5.51 |
| flip-flops and latches | 32 | 801 | 36.7 |
| multi-input cells | 32 | 473 | 21.7 |
| repair buffers | 78 | 708 | 32.5 |
| clock inverters | 1 | 5.00 | 0.230 |
| clock buffers | 6 | 72.6 | 3.33 |
-- power breakdown --
part	internal, W	switching [W]	leakage (nW)
registers	0.00129	0.0000589	0.374
logic	0.000437	0.000140	0.599
clock network	0.000430	0.000426	0.0410
total	0.00216	0.000625	1.01
-- what timing repair did --
action,in CTS,in global routing
endpoints found under the setup margin,32,20
setup buffers,4,5
gates resized,64,15
Power figures rest on the tool's default switching activity, not on a simulated workload.
