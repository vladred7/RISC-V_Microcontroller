--- flow/run.sh ---
#!/bin/bash
# OpenROAD 26Q1-2900-gdf79404cd8, Yosys 0.63+post, stock flow scripts
make -C /OpenROAD-flow-scripts/flow DESIGN_CONFIG=/design/flow/config.mk WORK_HOME=/design/flow/orfs finish
--- flow/config.mk ---
export PLATFORM = sky130hd
export DESIGN_NAME = nvm_mem
export DESIGN_NICKNAME = nvm_mem
export VERILOG_FILES = /design/flow/design.v
export SDC_FILE = /design/flow/constraint.sdc
export NUM_CORES = 4
export LEC_CHECK = 1
export CORE_UTILIZATION = 30
--- flow/constraint.sdc ---
current_design nvm_mem

set clk_period 7.9
set clk_io_pct 0.2

create_clock -name clk0 -period $clk_period [get_ports {clk}]

set non_clock_inputs [all_inputs -no_clocks]
set_input_delay [expr $clk_period * $clk_io_pct] -clock clk0 $non_clock_inputs
set_output_delay [expr $clk_period * $clk_io_pct] -clock clk0 [all_outputs]
--- flow/design.v ---
package pkg_cpu_typedefs;
   typedef enum bit [3:0] {
      ADD   = 4'b0000,
      SUB   = 4'b0001,
      AND   = 4'b0010,
      OR    = 4'b0011,
      XOR   = 4'b0100,
      SLT   = 4'b0101,
      SLL   = 4'b0110,
      SRA   = 4'b0111,
      SRL   = 4'b1000,
      SLTU  = 4'b1001
   } alu_opcode_t;
   typedef enum bit [6:0] {  
      LOAD     = 7'b0000011,
      I_TYPE   = 7'b0010011,
      AUI_PC   = 7'b0010111,
      S_TYPE   = 7'b0100011,
      R_TYPE   = 7'b0110011,
      LUI      = 7'b0110111,
      B_TYPE   = 7'b1100011,
      JALR     = 7'b1100111,
      J_TYPE   = 7'b1101111,
      FNOP     = 7'b0000000
   } cpu_opcode_t;
   typedef enum bit [4:0] {
      ZERO  = 'd0,    
      RA    = 'd1,    
      SP    = 'd2,    
      GP    = 'd3,    
      TP    = 'd4,    
      T0    = 'd5,    
      T1    = 'd6,    
      T2    = 'd7,    
      S0    = 'd8,    
      S1    = 'd9,    
      A0    = 'd10,   
      A1    = 'd11,   
      A2    = 'd12,   
      A3    = 'd13,   
      A4    = 'd14,   
      A5    = 'd15,   
      A6    = 'd16,   
      A7    = 'd17,   
      S2    = 'd18,   
      S3    = 'd19,   
      S4    = 'd20,   
      S5    = 'd21,   
      S6    = 'd22,   
      S7    = 'd23,   
      S8    = 'd24,   
      S9    = 'd25,   
      S10   = 'd26,   
      S11   = 'd27,   
      T3    = 'd28,   
      T4    = 'd29,   
      T5    = 'd30,   
      T6    = 'd31    
   } cpu_regset_t;
   typedef struct packed {
      logic [6:0]  funct7;   
      cpu_regset_t rs2;      
      cpu_regset_t rs1;      
      logic [2:0]  funct3;   
      cpu_regset_t rd;       
      cpu_opcode_t opc;      
   } instr_t;
   typedef struct packed {
      logic [24:0] imd_data;   
      logic [ 6:0] not_used;   
   } immediate_t;
   typedef union packed {
      instr_t      instruction;
      immediate_t  data;
   } instr_reg_t;
   typedef enum bit [2:0] {  
      FETCH       = 'd0,  
      DECODE      = 'd1,  
      EXECUTE     = 'd2,  
      MEM_ACC     = 'd3,  
      RFL_WRB     = 'd4   
   } cpu_state_t;
   typedef struct packed {
      logic [31:0] f_pc_val;         
   } fetch_data_path_t;
   typedef struct packed {
      instr_reg_t  d_instr;          
      logic [31:0] d_pc_val;         
      logic [31:0] d_pc_incr;        
   } decode_data_path_t;
   typedef struct packed {
      logic [31:0] e_regfl_data_a;   
      logic [31:0] e_regfl_data_b;   
      logic [31:0] e_pc_val;         
      logic [31:0] e_pc_incr;        
      cpu_regset_t e_rs2;            
      cpu_regset_t e_rs1;            
      cpu_regset_t e_rd;             
      logic [31:0] e_imd_data;       
   } execute_data_path_t;
   typedef struct packed {
      logic        e_regfl_wr_en;
      logic [ 1:0] e_result_src;
      logic        e_mem_wr_en;
      logic        e_jmp;
      logic        e_bra;
      logic [ 3:0] e_alu_op_sel;
      logic [ 1:0] e_alu_a_src;
      logic        e_alu_b_src;
   } execute_ctrl_path_t;
   typedef struct packed {
      logic [31:0] m_alu_result;     
      logic [31:0] m_wr_data;        
      logic [31:0] m_pc_incr;        
      cpu_regset_t m_rd;             
   } memory_data_path_t;
   typedef struct packed {
      logic        m_regfl_wr_en;
      logic [ 1:0] m_result_src;
      logic        m_mem_wr_en;
   } memory_ctrl_path_t;
   typedef struct packed {
      logic [31:0] w_alu_result;     
      logic [31:0] w_rd_data;        
      logic [31:0] w_pc_incr;        
      cpu_regset_t w_rd;             
   } wrback_data_path_t;
   typedef struct packed {
      logic        w_regfl_wr_en;
      logic [ 1:0] w_result_src;
   } wrback_ctrl_path_t;
endpackage : pkg_cpu_typedefs
package pkg_sfrs_definition;
   typedef struct packed {
      logic [23: 0] unimplemented_31_8;    
      logic         lpm;                   
      logic [ 6: 0] unimplemented_6_0;     
   } chip_ctrl_t;
   typedef struct packed {
      logic [ 7: 0] unimplemented_31_24;   
      logic         ovf_en;                
      logic         match1_en;             
      logic         match0_en;             
      logic [ 4: 0] unimplemented_20_16;   
      logic         ovf_f;                 
      logic         match1_f;              
      logic         match0_f;              
      logic [ 1: 0] unimplemented_12_11;   
      logic [ 2: 0] clksrc;                
      logic         start;                 
      logic         stop;                  
      logic [ 1: 0] unimplemented_5_4;     
      logic         rd;                    
      logic         ld;                    
      logic         rst;                   
      logic         on;                    
   } tmr_ctrl_t;
   typedef struct packed {
      logic [31: 0] tmr_val;               
   } tmr_val_t;
   typedef struct packed {
      logic [31: 0] tmr_mch_val0;          
   } tmr_match_val0_t;
   typedef struct packed {
      logic [31: 0] tmr_mch_val1;          
   } tmr_match_val1_t;
   typedef struct packed {
      logic         ofm_f;                 
      logic         phm_f;                 
      logic         dcm_f;                 
      logic         prm_f;                 
      logic         ofm_en;                
      logic         phm_en;                
      logic         dcm_en;                
      logic         prm_en;                
      logic [12: 0] unimplemented_23_11;   
      logic [ 2: 0] clksrc;                
      logic         pol;                   
      logic         oen;                   
      logic         unimplemented_5;       
      logic         ld_trg;                
      logic         rd;                    
      logic         ld;                    
      logic         rst;                   
      logic         on;                    
   } pwm_ctrl_t;
   typedef struct packed {
      logic [15: 0] unimplemented_31_16;   
      logic [15: 0] tval;                  
   } pwm_tmr_t;
   typedef struct packed {
      logic [15: 0] dc;                    
      logic [15: 0] pr;                    
   } pwm_cfg0_t;
   typedef struct packed {
      logic [15: 0] of;                    
      logic [15: 0] ph;                    
   } pwm_cfg1_t;
   typedef struct packed {
      logic [20: 0] unimplemented_31_11;   
      logic [ 2: 0] clksrc;                
      logic [ 6: 0] unimplemented_7_1;     
      logic         on;                    
   } dco_ctrl_t;
   typedef struct packed {
      logic [11: 0] unimplemented_31_20;   
      logic [19: 0] dcnt;                  
   } dco_cnt_t;
endpackage : pkg_sfrs_definition
module nvm_mem #(
   parameter MEM_ADDR_WIDTH = 32,
   parameter MEM_DATA_WIDTH = 32
) (
   input                         clk,
   input                         we,
   input    [MEM_ADDR_WIDTH-1:0] addr,
   input    [MEM_DATA_WIDTH-1:0] wd,
   output   [MEM_DATA_WIDTH-1:0] rd
);
   logic [MEM_DATA_WIDTH-1:0] mem_map[0:((2**MEM_ADDR_WIDTH)-1)];
   always_ff @(posedge clk)
      if (we)
         mem_map[addr] <= wd;
   assign rd = mem_map[addr];  
endmodule : nvm_mem
==> impl_metrics.ini <==
; synthesis and place-and-route metrics
[outcome]
status = completed

[worst_setup_path]
startpoint_type = input port
endpoint_kind = output port
arrival_ns = 3.06
cp.depth = 3
cp_slowest_cell = buf_2
required_ns = 6.32
crit_fanout = 34
crit_buf_inv = 2
critPathKind = input port to output port
max_stage_delay_ns = 0.61
cp_top_family = buffers and inverters
cp_cell_sequence = buf_2, mux2_2, clkdlybuf4s50_1

[floorplan]
die_h_um = 92.5
core.rowCount = 32
design.core.area_sq_mm = 0.00781
ios = 98
die_w_um = 92.5
dieArea_sq_mm = 0.00855
initCoreUtil = 0.315

[sta]
finalCritPeriodShare = 0.587
tightest_slew_ns = 0.846
slew_violations = 0
slew_headroom = 0.434
period_minus_slack_ns = 4.64
finalHoldViolations = 0
finalSetupTns_ns = 0
fmax_mhz = 215
rsz0062_at_grt = false
setup_viol = 0
hold_slack_ns = 1.83

[finish]
area.growth.synth_to_final_pct = 51.0
drive_gt1_frac = 0.209
mostFrequentLayoutCell = clkdlybuf4s50_1
mostFrequentLayoutCells = 96 x clkdlybuf4s50_1, 64 x edfxtp_1, 32 x mux2_2

[min_path]
min_path_type = input port to register
holdPathStages = 1
hold_start = wd[19]
worstHoldEndpoint = mem_map[0][19]$_DFFE_PP_

[drt]
wl_per_cell_um = 13.6
vias = 1521
via_per_inst = 4.51
ant_nets = 0
diodes = 0
drc = 0
drt_iter0_drc = 37
firstDrtPassIters = 4
drt_wl_total_mm = 4.59

[power_and_ir_drop]
peakVddDrop_mv = 0.0627
p_seq_frac = 0.574
p_sw_frac = 0.190
intPower_uw = 526
clkPwrFrac = 0.341
switchingPower_uw = 124
comb_power_share = 0.085
powerDensity_mw_per_mm2 = 175
leakage_nw = 1.20

[clock_tree]
cts_buffers = 9
post_cts_buffers = 0
cts_resized = 0
htreeDepth = 3
cts-root-buf = clkbuf_8
clock_path_buffers = 2
clk_pin_slew_ns = 0.07
cts_hold_buf = 0
cts_tree = done
clock_sinks = 64

[synth]
xor_share = 0
synth.mux.area_fraction = 0.147
mappedNetlistArea_sq_mm = 0.00246
synth_cells = 124
yosysWarnings = 1
ys_sh_simple = 0.0616
ys_sh_aoi = 0
yosysSeqAreaShare = 0.782
ys.flops = 64
synth-adder-area-share = 0
synth_cell_types = 14
ys_cells = 124
logic_family = multiplexers
avgSynthCellArea_sq_um = 19.8
yosys-stat-area_sq_mm = 0.00246

[run]
cap_violations = 0
warnings = 25

[global_route]
grt_pass1_wl_mm = 6.92
grt_usage = 0.113
grt_max_degree = 35
grt_pass1_vias = 1568
grt_remaining_overflow = 0
antenna_found_initial = 0

[place]
place_hpwl_mm = 3.13
port_buffers = 97
gp_congestion = 0.705
## cell families after synthesis
family,after synthesis
buffers and inverters,4
flip-flops,64
multiplexers,32
AND/OR/NAND/NOR,24
## how the worst max path moves through the flow
stage / to / slack [ns] / startpoint
6_report: rd[30] / 3.26 / addr[0]
4_1_cts: rd[30] / 3.24 / addr[0]
5_1_grt: rd[30] / 3.19 / addr[0]
## layer usage
metal | up-vias | track usage | share of wire
met4 | 0 | 0.0156 | 0.0076
met5 | - | 0 | 0
met2 | 85 | 0.166 | 0.46
met3 | 6 | 0.0593 | 0.12
met1 | 704 | 0.161 | 0.41
li1 | 726 | - | -
## registers in the layout, indices dropped and copies added, names as in the netlist
signal	count
mem_map	32
mem_map[-1]	32
## power groups by stage
stage	Clock (mW)	Combinational [mW]	Sequential [mW]
after CTS	0.230	0.0562	0.373
after global routing	0.244	0.0594	0.373
final	0.222	0.0553	0.373
## cell type report
cell class              count  area [sq um]
well taps                 102           128
multi-input cells          56           523
fillers                   683          4100
clock inverters             4          21.3
repair buffers             99           981
clock buffers              12           135
flip-flops and latches     64          1920
## Yosys cell counts, drive strengths merged
cell | n | area, sq um
nor4b | 1 | 8.76
nand4 | 9 | 56.3
buf | 4 | 22.5
edfxtp | 64 | 1920
nand2 | 1 | 3.75
mux2 | 32 | 360
or4 | 2 | 15.0
nor2 | 1 | 3.75
or3 | 1 | 6.26
nor3 | 2 | 15.0
nand3 | 1 | 5.00
nor4 | 6 | 37.5
## per-stage QoR
step	total power, mW	cell area [sq um]	setup slack (ns)	util	cells
finish	0.650	3710	3.26	0.475	337
global route	0.677	3710	3.19	0.475	337
CTS	0.659	3710	3.24	0.475	337
detailed placement	0.436	3550	3.23	0.455	321
global placement	0.436	3550	3.26	0.455	321
floorplan	0.391	2460	3.08	-	124
Power figures rest on the tool's default switching activity, not on a simulated workload.
